<file path="design/flow/run.sh">
#!/bin/bash
# OpenROAD 26Q1-2900-gdf79404cd8, Yosys 0.63+post, stock flow scripts
make -C /OpenROAD-flow-scripts/flow DESIGN_CONFIG=/design/flow/config.mk WORK_HOME=/design/flow/orfs finish
</file>
<file path="design/flow/config.mk">
export PLATFORM = sky130hd
export DESIGN_NAME = alu
export DESIGN_NICKNAME = alu
export VERILOG_FILES = /design/flow/design.v
export SDC_FILE = /design/flow/constraint.sdc
export NUM_CORES = 4
export LEC_CHECK = 1
export CORE_UTILIZATION = 40
</file>
<file path="design/flow/constraint.sdc">
current_design alu

set clk_period 28.6
set clk_io_pct 0.2

create_clock -name clk0 -period $clk_period

set non_clock_inputs [all_inputs -no_clocks]
set_input_delay [expr $clk_period * $clk_io_pct] -clock clk0 $non_clock_inputs
set_output_delay [expr $clk_period * $clk_io_pct] -clock clk0 [all_outputs]
</file>
<file path="design/flow/design.v">
`timescale 1ns/1ps
module alu (a, b, alu_op, y);
input [31:0] a;
input [31:0] b;
input [3:0] alu_op;
output reg [31:0] y;
always @(*)
begin
	case (alu_op)
		4'h0:	y = a + b;
		4'h1:	y = a << b;
		4'h2:	y = $signed(a) < $signed(b);
		4'h3:	y = a < b;
		4'h4:	y = a ^ b;
		4'h5:	y = a >> b;
		4'h6:	y = a >>> b;
		4'h7:	y = a | b;
		4'h8:	y = a & b;
		4'h9:	y = a - b;
		default: y = 32'h0000;
	endcase
end
endmodule
</file>
==> reports/qor.yml <==
detailed_routing:
  diodes: 0
  drtIter0Drc: 1065
  ant_nets: 0
  first_pass_iters: 8
  routed-via-count: 10651
  vias_per_cell: 6.65
  route.detailed.drc: 0
  post_drt_wl_per_cell_um: 25.8
  drt-total-wl_mm: 41.2
worst_setup_path:
  cp-end-kind: "output port"
  cp-start-kind: "input port"
  cp_cell_sequence: "buf_2, buf_4, clkinv_1, buf_4, ha_1, nor3_2, o31ai_1, a21o_1, o221a_1, nand2_1, a221oi_2, o221ai_1, a211o_1, clkdlybuf4s50_1"
  cp.buffers_inverters: 5
  crit_top_cell: "buf_4"
  cpPeakStageDelay_ns: 0.62
  critical-path-top-delay-family: "AND-OR/OR-AND gates"
  cp.required_ns: 22.88
  critical_path_class: "input port to output port"
  slowest_stage: "o31ai_1"
  crit_arrival_ns: 10.17
  worstPathMaxFanout: 68
hold_path:
  min-delay-path-class: "input port to output port"
  holdCritStartpoint: "alu_op[1]"
  min_to: "y[0]"
  min_path_cells: 5
run:
  max_cap_violations: 0
  warning_count: 96
floorplan:
  ios: 100
  rows: 53
  die_x_um: 149
  initCoreUtil_pct: 40.9
  core_area_um2: 21100
  die-height_um: 149
  die_area_um2: 22200
global_route:
  grt_pass1_vias: 9755
  grtUsageTotal_pct: 37.6
  grt_max_degree: 69
  grt_first_pass_wirelength_mm: 61.7
  antenna_found_initial: 0
  grt_overflow_total: 0
logic_synthesis:
  syn_inst: 1300
  ys_cells: 1300
  ys_seq_share_pct: 0
  synthesis.area_per_instance_um2: 6.64
  synth_cell_types: 99
  yosys_warnings: 1
  netlist_area_um2: 8630
  ys_chip_area_um2: 8630
place:
  portBuffers: 100
  dp.final_hpwl_mm: 32.0
  gp_congestion: 1.04
cells_and_area:
  drive_gt1_share_pct: 7.24
  fill_cells: 2263
  syn2layout_area_growth_pct: 12.0
  ff_count: 0
  clkbuf_count: 0
  final_cell_mix: "nor2_1 (138), nand2_1 (114), o21ai_0 (107), a21oi_1 (107)"
  lay_top_count: "nor2_1"
  flop_area_um2: 0
clocking:
  cts_resized: 0
  post_cts_buffers: 0
  postCtsHoldBufs: 0
timing:
  finalClockPeriodUsage_pct: 55.6
  fmax_mhz: 62.9
  setup_tns_ns: 0
  finalHoldWorstSlack_ns: 12.69
  finalHoldViolCount: 0
  rsz0062_at_grt: "false"
  tightestPinTransition_ns: 0.897
  fin_crit_ns: 15.89
  finalMaxSlewViolations: 0
  slew_headroom_pct: 40.0
  setup_viol: 0
power_and_ir_drop:
  p_leak_nw: 3.94
  ir_worst_vdd_mv: 0.0127
  powerDensity_nw_per_um2: 18.7
run_status:
  status: "finished clean"
power breakdown:
| part | internal, mW | switching [mW] |
|---|---|---|
| combinational | 0.0710 | 0.109 |
| sequential | 0 | 0 |
| clock | 0 | 0 |
| total | 0.0710 | 0.109 |
per-layer routing:
layer  vias to the layer above  part of all wire [%]  GRT usage, %  wire (um)
li1                       4913                     -             -          -
met5                         -                     0             0          0
met2                       605                    45          60.6      18700
met4                         0                   4.7          14.1       1950
met3                       105                   7.5          3.46       3090
met1                      5028                    42          52.2      17500
Yosys cell counts, drive strengths merged, types with 11 or more instances:
master / n / area share (%)
a2111oi: 14 / 1.9
a211oi: 34 / 3.0
a21oi: 108 / 6.3
a221o: 13 / 1.5
a221oi: 34 / 3.5
a31oi: 15 / 1.3
buf: 46 / 3.3
clkbuf: 53 / 2.5
ha: 96 / 14
inv: 102 / 4.4
mux2: 11 / 1.4
mux2i: 64 / 7.4
mux4: 16 / 4.2
nand2: 114 / 5.0
nand2b: 15 / 1.1
nand3: 26 / 1.5
nor2: 139 / 6.1
nor2b: 13 / 0.94
nor3: 44 / 2.8
nor4: 15 / 1.1
o211ai: 18 / 1.6
o21ai: 122 / 7.2
o221ai: 12 / 1.2
o22ai: 13 / 0.94
layout make-up:
cell class | count | area [um2] | share of cell area, %
multi-input combinational | 1097 | 7750 | 80.2
timing repair buffer | 126 | 1180 | 12.2
inverter | 103 | 387 | 4.00
tap | 275 | 344 | 3.56
worst max path at each step:
stage                 from  endpoint  cells after the start  slack (ns)
after CTS             b[2]     y[27]                     14       12.79
after global routing  b[2]     y[29]                     15       12.35
final                 b[2]     y[27]                     14       12.71
stage by stage:
stage / area, um2 / power, mW / worst slack [ns] / cells / util, %
finish: 9670 / 0.180 / 12.71 / 1601 / 45.8
global route: 9670 / 0.194 / 12.35 / 1601 / 45.8
CTS: 9670 / 0.176 / 12.79 / 1601 / 45.8
detailed placement: 9670 / 0.175 / 12.80 / 1601 / 45.8
global placement: 9670 / 0.176 / 12.79 / 1601 / 45.8
floorplan: 8630 / 0.112 / 14.03 / 1300 / -
kinds of logic (layout without fill, tap and decap cells):
group                      after synthesis  after routing  synth area share (%)
xor gates and xnor gates                12             12                  1.22
muxes                                   91             91                  13.0
adders and majority gates               98             98                  14.4
AOI/OAI and AO/OA                      487            487                  38.7
and+or+nand+nor                        409            409                  22.2
buffers and inverters                  203            229                  10.4
worst min-delay path: cells and delay by family:
family	cells	cell delay, ns
AND-OR/OR-AND	1	0.10
buffers and inverters	3	1.00
AND/OR/NAND/NOR	1	0.13
Power is estimated from default activity; no workload was simulated.
