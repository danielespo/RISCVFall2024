==> /design/flow/config.mk <==
export PLATFORM = sky130hd
export DESIGN_NAME = imem
export DESIGN_NICKNAME = imem
export VERILOG_FILES = /design/flow/design.v
export SDC_FILE = /design/flow/constraint.sdc
export NUM_CORES = 4
export LEC_CHECK = 1
export CORE_AREA = 10 10 70 70
export DIE_AREA = 0 0 80 80
==> /design/flow/run.sh <==
#!/bin/bash
# OpenROAD 26Q1-2900-gdf79404cd8, Yosys 0.63+post, stock flow scripts
make -C /OpenROAD-flow-scripts/flow DESIGN_CONFIG=/design/flow/config.mk WORK_HOME=/design/flow/orfs finish
==> /design/flow/constraint.sdc <==
current_design imem

set clk_period 2.2
set clk_io_pct 0.2

create_clock -name clk0 -period $clk_period

set non_clock_inputs [all_inputs -no_clocks]
set_input_delay [expr $clk_period * $clk_io_pct] -clock clk0 $non_clock_inputs
set_output_delay [expr $clk_period * $clk_io_pct] -clock clk0 [all_outputs]
==> /design/flow/design.v <==
`timescale 1ns/1ps
module imem (pc, inst);
input [31:0] pc;
output [31:0] inst;
reg [31:0] mem[31:0];
integer i;
initial
begin
	mem[0] <= 		32'b0000000_00010_00001_000_00011_0110011; 
	mem[1] <=		32'b0100000_00100_00011_000_00101_0110011; 
	mem[2] <=		32'b0000000_00010_00001_100_00011_0110011;
	mem[3] <=		32'b0000000_00010_00001_110_00011_0110011;
	mem[4] <=		32'b0000000_00010_00001_111_00011_0110011;
	mem[5] <=		32'b0000000_00010_00001_001_00011_0110011;
	mem[6] <=		32'b0000000_00010_00001_101_00011_0110011;
	mem[7] <=		32'b0000010_00010_00001_101_00011_0110011;
	mem[8] <=		32'b0000000_00010_00001_010_00011_0110011;
	mem[9] <=		32'b0000000_00010_00001_011_00011_0110011;
	mem[10] <=		32'b0000000_00000_00110_010_00111_0000011; 
	mem[11] <=		32'b0000000_00101_00110_010_00000_0100011;
	mem[12] <= 32'b000000000000_00110_000_01000_1101111;
	for (i=13; i<32; i=i+1)  
		mem[i] = 32'h0000_0000;
end
assign inst = mem[pc[31:2]];	 
endmodule
==> impl_metrics.xml <==
<?xml version="1.0" encoding="UTF-8"?>
<metrics>
  <group name="placed_design">
    <metric name="dpl_worst_slack" unit="ns">-0.299</metric>
    <metric name="dp.final_hpwl" unit="µm">1230</metric>
    <metric name="place_inst" unit="">137</metric>
    <metric name="finalWeightedCongestion" unit="">0.732</metric>
    <metric name="place.port_buffers" unit="">27</metric>
  </group>
  <group name="yosys">
    <metric name="yosysTopAreaCellShare" unit="%">29.9</metric>
    <metric name="netlist-cell-type-count" unit="">25</metric>
    <metric name="synth.cellmix.xorXnorShare" unit="%">0</metric>
    <metric name="ys_sh_aoi" unit="%">18.7</metric>
    <metric name="cell_count_listed_in_synth_stat_txt" unit="">62</metric>
    <metric name="mappedNetlistArea" unit="µm²">402</metric>
    <metric name="yosys_area" unit="µm²">402</metric>
    <metric name="synthTopCellsByCount" unit="">buf_4 (16), nor2_1 (7), nor2b_1 (4)</metric>
    <metric name="post_synth.cell_area_avg" unit="µm²">6.48</metric>
    <metric name="top_logic_kind" unit="">buffers and inverters</metric>
    <metric name="post_synth_fa_ha_maj_area_fraction" unit="%">0</metric>
    <metric name="synthesis.instances" unit="">62</metric>
    <metric name="yosysWarningCount" unit="">1</metric>
    <metric name="simple_gate_area_share" unit="%">37.4</metric>
    <metric name="most_used_standard_cell_by_instance_count_after_synthesis" unit="">buf_4</metric>
    <metric name="post_synth_mux_area_share" unit="%">2.49</metric>
    <metric name="synthDominantAreaCellType" unit="">buf_4</metric>
    <metric name="top_cells_by_area" unit="">buf_4 (30%), buf_6 (8.4%), nor2_1 (6.5%)</metric>
    <metric name="seq_area_frac_synth" unit="%">0</metric>
  </group>
  <group name="die">
    <metric name="dieArea" unit="µm²">6400</metric>
    <metric name="initial_utilization" unit="%">11.8</metric>
    <metric name="design.core.area" unit="µm²">3420</metric>
    <metric name="placement_rows" unit="">21</metric>
    <metric name="pin_count" unit="">64</metric>
    <metric name="die_y" unit="µm">80</metric>
    <metric name="floorplan.die.width" unit="µm">80</metric>
  </group>
  <group name="worst_setup_path">
    <metric name="crit_path_top_delay_cell" unit="">clkdlybuf4s50_1</metric>
    <metric name="crit_path_cell_trace" unit="">dlygate4sd2_1, buf_4, buf_4, a31oi_1, clkdlybuf4s50_1</metric>
    <metric name="critical-path-top-cell-by-count" unit="">buf_4</metric>
    <metric name="startpoint_to_endpoint_class_of_the_critical_path" unit="">in -&gt; out</metric>
    <metric name="worst_path_required" unit="ns">1.76</metric>
    <metric name="critical_path.startpoint_type" unit="">input port</metric>
    <metric name="critPathMaxStageDelay" unit="ns">0.50</metric>
    <metric name="critPathCaptureType" unit="">output port</metric>
    <metric name="path_max_fanout" unit="">5</metric>
    <metric name="worst-endpoint-arrival" unit="ns">1.69</metric>
  </group>
  <group name="finish">
    <metric name="drive_above_1_share" unit="%">31.6</metric>
    <metric name="final_core_utilization" unit="%">23.3</metric>
    <metric name="n_sequential_cell" unit="">0</metric>
    <metric name="fin_cells" unit="">141</metric>
    <metric name="register_area" unit="µm²">0</metric>
    <metric name="synthToLayoutAreaGrowth" unit="%">97.8</metric>
    <metric name="nClkBuffers" unit="">0</metric>
  </group>
  <group name="drt">
    <metric name="post_dr_wirelength_cell" unit="µm">10.8</metric>
    <metric name="route.antenna.diode_count" unit="">0</metric>
    <metric name="drt_pre_antenna_iters" unit="">3</metric>
    <metric name="drtAntennaViolNets" unit="">0</metric>
    <metric name="routed_wl" unit="µm">1520</metric>
    <metric name="dr_total_vias" unit="">482</metric>
    <metric name="drc" unit="">0</metric>
    <metric name="vias_per_cell" unit="">3.42</metric>
    <metric name="drt_iter0_drc" unit="">15</metric>
  </group>
  <group name="global_route">
    <metric name="total_routing_resource_utilization_after_global_routing" unit="%">4.04</metric>
    <metric name="grt_overflow" unit="">0</metric>
    <metric name="grt_start_max_net_pins" unit="">10</metric>
    <metric name="grt_first_pass_wirelength" unit="µm">2150</metric>
    <metric name="via_count_of_the_first_global_routing_pass" unit="">435</metric>
    <metric name="grt_antenna_before_repair" unit="">0</metric>
  </group>
  <group name="min_path">
    <metric name="hold_class" unit="">in -&gt; out</metric>
  </group>
  <group name="job">
    <metric name="stage_log_warnings" unit="">59</metric>
    <metric name="timing.max_cap.violations" unit="">0</metric>
  </group>
  <group name="final_timing">
    <metric name="setup_total_neg_slack" unit="ns">0</metric>
    <metric name="finalHoldWorstSlack" unit="ns">1.38</metric>
    <metric name="max_freq" unit="GHz">0.469</metric>
    <metric name="setup_violators_final" unit="">0</metric>
    <metric name="setup_repair_after_global_routing_missed_its_margin" unit="">no</metric>
    <metric name="hold_viol_final" unit="">0</metric>
    <metric name="post-route-min-period" unit="ns">2.13</metric>
    <metric name="slew_viol_final" unit="">0</metric>
    <metric name="final.setup.worst_slack" unit="ns">0.0684</metric>
    <metric name="fin_crit_sh" unit="%">96.9</metric>
  </group>
  <group name="pwr">
    <metric name="p_leak" unit="nW">0.383</metric>
    <metric name="power_density" unit="nW/µm²">148</metric>
    <metric name="peakVddDrop" unit="mV">0.0351</metric>
  </group>
  <group name="run_status">
    <metric name="outcome" unit="">completed</metric>
  </group>
</metrics>
-- final cells by class --
| cell class | count | area (µm²) |
|---|---|---|
| timing repair buffer | 44 | 414 |
| inverter | 1 | 3.75 |
| multi-input combinational | 50 | 319 |
| tap | 46 | 57.6 |
| fill | 389 | 2620 |
-- power by group --
part / switching (W) / leakage (nW) / total (W) / internal (W)
clock: 0 / 0 / 0 / 0
sequential: 0 / 0 / 0 / 0
combinational: 0.0000447 / 0.383 / 0.000118 / 0.0000730
-- final timing paths --
kind | startpoint | end | slack [ns] | cells after the start
worst max-delay path | pc[5] | inst[0] | 0.07 | 5
worst min-delay path | pc[4] | inst[26] | 1.38 | 5
-- logic make-up after synthesis --
family,count (synthesis)
other,1
AND/OR/NAND/NOR,27
buffers and inverters,21
AND-OR/OR-AND,12
multiplexers,1
-- worst max-delay path: cells and delay by family --
family / cells / cell delay [ns]
AOI/OAI and AO/OA: 1 / 0.19
buffers and inverters: 4 / 1.06
-- metrics by stage --
stage	area, µm²	total power, W
global placement	702	0.000106
floorplan	435	0.0000576
detailed placement	702	0.000106
global route	795	0.000131
finish	795	0.000118
CTS	766	0.000117
-- placed cells by master (no fill, tap or decap), types with 2 or more instances in the layout --
cell type and instances:
and2_1 2, clkbuf_2 2, buf_6 5, nor4_2 2, clkdlybuf4s50_1 17, a21oi_1 3, nand2_1 2, nor2_1 6
o21ai_0 2, a31oi_1 2, dlymetal6s2s_1 4, dlygate4sd2_1 3, nor3_1 3, nor2b_1 2, conb_1 10, buf_4 12
-- per-layer routing --
metal	GRT usage, %	wire, µm
met2	6.58	672
met5	0	0
met3	1.48	150
met4	0	0
met1	5.27	696
-- repair_timing --
item	4_1_cts	5_1_grt
resized	17	15
cloned	1	0
setup buffers	3	0
pin swaps	4	2
setup endpoints to repair	22	13
hold buffers	0	0
Power and IR drop assume default switching activity.
