==> /design/flow/design.v <==
`timescale 1ns/1ps
module dmem (clk, addr, wr_data, mem_wr, mem_rd, mask, rd_data);
input clk;
input [31:0] addr;
input [31:0] wr_data;
input mem_wr;
input mem_rd;
input [2:0] mask;
output reg [31:0] rd_data;
reg [31:0] temp_rd;
reg [31:0] temp_wr;
reg [31:0] mem[31:0];  
integer i;
initial
begin
	mem[0] = 32'h0000_0000;
	mem[1] = 32'h0000_0000;
	for (i=2; i<256; i=i+1)
		mem[i] = 32'h0000_0000;
end
always @(*)
begin
	if (mem_rd)
		temp_rd <= mem[addr[31:2]];	 
	else
		temp_rd <= 32'h0000_0000;
end
always @(*)
begin
	if (mem_rd)
	begin
		case (mask)
			3'b000:	 
			begin
				case (addr[1:0])	 
					2'b00:	rd_data <= {{24{temp_rd[7]}}, temp_rd[7:0]};
					2'b01:  rd_data <= {{24{temp_rd[15]}}, temp_rd[15:8]};
					2'b10:  rd_data <= {{24{temp_rd[23]}}, temp_rd[23:16]};
					2'b11:  rd_data <= {{24{temp_rd[31]}}, temp_rd[31:24]};
				endcase
			end
			3'b001:	 
			begin
				case (addr[1])
					1'b0:	rd_data <= {{16{temp_rd[15]}}, temp_rd[15:0]};
					1'b1:	rd_data <= {{16{temp_rd[31]}}, temp_rd[31:16]};
				endcase
			end
			3'b010:	 
			begin
				rd_data <= temp_rd;
			end
			3'b100:	 
			begin
				case (addr[1:0])         
                                        2'b00:  rd_data <= {24'h0000_00, temp_rd[7:0]};
                                        2'b01:  rd_data <= {24'h0000_00, temp_rd[15:8]};
                                        2'b10:  rd_data <= {24'h0000_00, temp_rd[23:16]};
                                        2'b11:  rd_data <= {24'h0000_00, temp_rd[31:24]};
                                endcase
			end
			3'b101:	 
			begin
				case (addr[1])
                                        1'b0:   rd_data <= {16'h0000, temp_rd[15:0]};
                                        1'b1:   rd_data <= {16'h0000, temp_rd[31:16]};
                                endcase
			end
			default:
				rd_data <= 32'h0000_0000;
		endcase
	end
	else
		rd_data <= temp_rd;
end
always @(*)
begin
	if (mem_wr)
	begin
		case (mask)
			3'b000:	 
			begin
				case (addr[1:0])
					2'b00:	temp_wr <= {24'h0000_00, wr_data[7:0]};
					2'b01:	temp_wr <= {24'h0000_00, wr_data[15:8]};
					2'b10:  temp_wr <= {24'h0000_00, wr_data[23:16]};
                                        2'b11:  temp_wr <= {24'h0000_00, wr_data[31:24]};
				endcase
			end
			3'b001:	 
			begin
				case (addr[1])
                                        1'b0:   temp_wr <= {16'h0000, wr_data[15:0]};
                                        1'b1:   temp_wr <= {16'h0000, wr_data[31:16]};
                                endcase
			end
			3'b010:	 
			begin
				temp_wr <= wr_data;
			end
		endcase
	end
end	
always @(negedge clk)
begin
	if (mem_wr)
		mem[addr[31:2]] <= temp_wr;	 
end
endmodule
==> /design/flow/run.sh <==
#!/bin/bash
# OpenROAD 26Q1-2900-gdf79404cd8, Yosys 0.63+post, stock flow scripts
make -C /OpenROAD-flow-scripts/flow DESIGN_CONFIG=/design/flow/config.mk WORK_HOME=/design/flow/orfs finish
==> /design/flow/config.mk <==
export PLATFORM = sky130hd
export DESIGN_NAME = dmem
export DESIGN_NICKNAME = dmem
export VERILOG_FILES = /design/flow/design.v
export SDC_FILE = /design/flow/constraint.sdc
export NUM_CORES = 4
export LEC_CHECK = 1
export CORE_UTILIZATION = 40
==> /design/flow/constraint.sdc <==
current_design dmem

set clk_period 9.8
set clk_io_pct 0.2

create_clock -name clk0 -period $clk_period [get_ports {clk}]

set non_clock_inputs [all_inputs -no_clocks]
set_input_delay [expr $clk_period * $clk_io_pct] -clock clk0 $non_clock_inputs
set_output_delay [expr $clk_period * $clk_io_pct] -clock clk0 [all_outputs]
==> impl_summary.log <==
[metrics] run summary
[metrics] cell chosen for the clock root: sky130_fd_sc_hd__clkbuf_16
[metrics] site row count: 117
[metrics] Wirelength per Cell: 24.3 um
[metrics] Chip Width: 322 um
[metrics] maximum fanout count along the critical path: 5
[metrics] number of top-level pins: 102
[metrics] maxcap violations: 0
[metrics] Area leader share: between 70 and 80%
[metrics] number of cells in Yosys stat: 2303
[metrics] die boundary height: 322 um
[metrics] Finished Layout Cells: ~5000
[metrics] list of cells traversed by the critical path: mux2i_1 -> o22ai_1 -> nor4_2 -> buf_4 -> a211oi_4 -> a2111oi_4 -> buf_6 -> buf_12 -> buf_8 -> buf_6 -> o22ai_2 -> buf_2
[metrics] residual DRC count: 0
[metrics] GP Congestion: between 0.9 and 1
[metrics] first-pass GRT wire length: 176000 um
[metrics] final-report hold violation count: 0
[metrics] count of pins over their slew limit: 0
[metrics] Worst setup EP type: output port
[metrics] post-synthesis area per instance: 17.8 um2
[metrics] drt pass-1 iters: 5
[metrics] placed instance count: 3780
[metrics] number of buffers added by the clock tree synthesis step: 108
[metrics] number of library cell types mapped by synthesis: 52
[metrics] Main area contributors: sky130_fd_sc_hd__edfxtp_1 75%, sky130_fd_sc_hd__mux2i_1 12%, sky130_fd_sc_hd__o22ai_1 3.8%, sky130_fd_sc_hd__dlxtn_1 1.2%, sky130_fd_sc_hd__nor4_1 0.88%
[metrics] initial antenna violation count: 4
[metrics] cell area after technology mapping: about 41000 um2
[metrics] total vias in the final route: approximately 26000
[metrics] number of register pins that no clock reaches: 32
[metrics] area of the synthesized netlist per yosys stat: 41000 um2
[metrics] Buf/Inv on CP: 6
[metrics] via count of the first global-routing pass: 29100
[metrics] Die Outline Area: 104000 um2
[metrics] Max clock buf depth: 3
[metrics] crit-path most repeated cell: sky130_fd_sc_hd__buf_6
[metrics] run status: finished, violations left
[metrics] number of buffers added on ports: 76
[metrics] final standard cell area without fillers: 52800 um2
[metrics] final global-route overflow total: 0
[metrics] final core area utilization: 51.9%
[metrics] placeable core area: 102000 um2
[metrics] arrival time of the worst setup path: between 7000 and 8000 ps
[metrics] required time of the worst setup path: 7840 ps
[metrics] transition time at the pin with the least slew margin: 1010 ps
[metrics] Synth async-reset ratio: 0%
[metrics] worst max-slew margin expressed relative to the limit: 32.9%
[metrics] Finish-stage setup viols: 6
[metrics] post-DP HPWL: roughly 68000 um
[metrics] largest net degree at the start of global routing: 96
[metrics] antenna diode count: 0
[metrics] DRT antenna net count: 0
[metrics] Static Leak: about 24 nW
[metrics] clock transition at the registers of the reported paths: 30 ps
[metrics] Post-synth EDFFs: 1024
[metrics] peak supply drop: ~0.00018 V
[metrics] cell with the largest stage delay on the worst path: sky130_fd_sc_hd__nor4_2
[metrics] Final WS setup: -64.8 ps
[metrics] setup repair after global routing missed its margin: true
[metrics] layout overhead on the synthesized area: 28.8%
[metrics] cell count after synthesis: 2303
[metrics] fraction of final layout cells with drive strength greater than 1: between 10% and 20%
[metrics] TritonCTS clock tree: yes
[metrics] warning count from the yosys run: 1
[metrics] count of endpoints without a timing constraint: 1056
[metrics] cell type contributing the most total cell area after synthesis: sky130_fd_sc_hd__edfxtp_1
[metrics] GRT Resource Usage Total: a little over a quarter
[metrics] critical path start-end classification: reg -> out
[metrics] number of vias per cell after detailed routing: 5.25
[metrics] Crit path max-delay family: buffers and inverters
[metrics] kind of start point of the critical path: flop
[metrics] number of H-tree levels: 3
[metrics] Tightest Hold Check Type: in -> out
[metrics] number of warning messages in the logs: 1055
[metrics] most used flip-flop cell: sky130_fd_sc_hd__edfxtp_1
[metrics] cell area after placement: 44800 um2
[metrics] crit-path max cell delay: ~400 ps
[metrics] number of design-rule violations left by the first detailed-router iteration: between 1000 and 1500
[metrics] Total Wirelength: 122000 um
[metrics] Floorplan Utilization: 40.3%
[metrics] number of flip-flops and latches in the synthesized netlist: 1056
[metrics] power density over the cells: 213 nW/um2
[metrics] violated checks: setup timing
through the flow:
step	setup slack, ps	hold slack [ps]	TNS (ps)	power (mW)
3_5_place_dp	366	5180	0	5.98
6_report	-64.8	4870	-254	11.3
4_1_cts	-203	4850	-2430	11.4
5_1_grt	-197	4960	-2310	11.9
3_3_place_gp	385	5180	0	5.98
2_1_floorplan	-362	4080	-115450	5.79
tightest hold or removal path, delay by kind of cell:
family / cells / cell delay (ps)
multiplexers: 1 / 170
AND/OR/NAND/NOR: 3 / 280
AND-OR/OR-AND: 2 / 180
buffers and inverters: 2 / 270
state kept, by name, indices dropped and copies added (netlist names):
register / cells
temp_wr: 32
mem: 1024
Yosys cell counts, types with 12 or more instances:
master and n:
sky130_fd_sc_hd__clkbuf_1 43, sky130_fd_sc_hd__o22ai_2 12, sky130_fd_sc_hd__buf_1 13, sky130_fd_sc_hd__buf_2 63, sky130_fd_sc_hd__o211ai_2 12, sky130_fd_sc_hd__mux2i_1 505, sky130_fd_sc_hd__dlxtn_1 32, sky130_fd_sc_hd__nand2_1 66
sky130_fd_sc_hd__a22oi_1 22, sky130_fd_sc_hd__nor4_1 58, sky130_fd_sc_hd__o22ai_1 249, sky130_fd_sc_hd__mux4_2 12, sky130_fd_sc_hd__edfxtp_1 1024, sky130_fd_sc_hd__nor2_1 43, sky130_fd_sc_hd__and2_1 17, sky130_fd_sc_hd__a21oi_1 19
path summary, 6_finish.rpt:
check / startpoint / endpoint / slack, ps / cells past startpoint
worst max-delay path: mem[7][31] / rd_data[15] / -60 / 12
worst min-delay path: addr[3] / rd_data[22] / 4870 / 8
final cells by class:
cell class / count / area (um2)
Clock buffer: 108 / 2700
Fill cell: 7738 / 48900
Multi-Input combinational cell: 1102 / 9720
Inverter: 6 / 22.5
Tap cell: 1368 / 1710
Sequential cell: 1056 / 31200
Timing Repair Buffer: 264 / 2440
Clock inverter: 1117 / 5000
kinds of logic (layout without fill, tap and decap cells):
group	count (synthesis)	after routing	share of synthesized area, %
latches	32	32	1.17
simple gates	236	236	3.23
flops	1024	1024	75.0
buf+inv	145	1495	1.78
mux	517	517	13.0
compound gates	349	349	5.85
per-layer routing:
metal	part of all wire [%]	vias to the layer above	global-route usage, %
li1	-	11900	-
met4	2.8	12	9.66
met2	45	1751	35.8
met3	19	237	24.2
met1	32	12500	27.7
met5	0.40	-	3.06
what timing repair did:
item	in CTS	in global routing
pin swaps	25	29
hold buffers	0	0
gates cloned	2	0
setup buffers	14	5
gates resized	105	41
endpoints found under the hold margin	0	0
endpoints found under the setup margin	32	32
cells in the final DEF, fill, tap and decap left out, types with 4 or more instances in the layout:
| cell type | synthesis | routed |
|---|---|---|
| sky130_fd_sc_hd__nor2_1 | 43 | 14 |
| sky130_fd_sc_hd__o22ai_2 | 12 | 15 |
| sky130_fd_sc_hd__nor2_4 | 0 | 28 |
| sky130_fd_sc_hd__nand3_1 | 10 | 10 |
| sky130_fd_sc_hd__a31oi_1 | 7 | 4 |
| sky130_fd_sc_hd__nand2_1 | 66 | 61 |
| sky130_fd_sc_hd__o22ai_1 | 249 | 246 |
| sky130_fd_sc_hd__mux4_2 | 12 | 12 |
| sky130_fd_sc_hd__inv_1 | 6 | 1050 |
| sky130_fd_sc_hd__nor3_4 | 0 | 4 |
| sky130_fd_sc_hd__inv_6 | 0 | 5 |
| sky130_fd_sc_hd__and2_1 | 17 | 17 |
| sky130_fd_sc_hd__nor4_4 | 2 | 6 |
| sky130_fd_sc_hd__dlxtn_1 | 32 | 32 |
| sky130_fd_sc_hd__a21oi_2 | 1 | 4 |
| sky130_fd_sc_hd__o211ai_2 | 12 | 12 |
| sky130_fd_sc_hd__a22oi_1 | 22 | 22 |
| sky130_fd_sc_hd__mux2i_1 | 505 | 501 |
| sky130_fd_sc_hd__a21oi_1 | 19 | 15 |
| sky130_fd_sc_hd__or4b_2 | 0 | 4 |
| sky130_fd_sc_hd__clkdlybuf4s50_1 | 0 | 46 |
| sky130_fd_sc_hd__edfxtp_1 | 1024 | 1024 |
| sky130_fd_sc_hd__clkinvlp_2 | 0 | 29 |
| sky130_fd_sc_hd__buf_6 | 9 | 12 |
| sky130_fd_sc_hd__buf_4 | 10 | 148 |
| sky130_fd_sc_hd__buf_12 | 0 | 27 |
| sky130_fd_sc_hd__nand2_2 | 0 | 4 |
| sky130_fd_sc_hd__bufinv_16 | 0 | 25 |
| sky130_fd_sc_hd__o211ai_1 | 10 | 10 |
| sky130_fd_sc_hd__nor4_1 | 58 | 34 |
| sky130_fd_sc_hd__buf_2 | 63 | 25 |
| sky130_fd_sc_hd__nand4bb_4 | 0 | 5 |
| sky130_fd_sc_hd__nor4_2 | 3 | 23 |
| sky130_fd_sc_hd__clkbuf_16 | 0 | 108 |
| sky130_fd_sc_hd__inv_4 | 0 | 7 |
where the power goes:
part / internal, mW / total [mW] / switching (mW)
logic: 0.151 / 0.448 / 0.297
registers: 4.88 / 4.89 / 0.00825
clock network: 3.23 / 5.91 / 2.69
Power figures rest on the tool's default switching activity, not on a simulated workload.
